### ./design.v
module DMem( input clk,
     input E,  
     input WE,  
     input [3:0] Addr,  
     input [7:0] DI,  
     output [7:0] DO  
    );
reg [7:0] data_mem [255:0];
always @(posedge clk) 
begin
 if(E==1 && WE ==1) 
  data_mem[Addr] <= DI;
end 
 assign DO = (E ==1 )? data_mem[Addr]:0;
endmodule
### ./run.sh
#!/bin/bash
# OpenROAD 26Q1-2900-gdf79404cd8, Yosys 0.63+post, stock flow scripts
make -C /OpenROAD-flow-scripts/flow DESIGN_CONFIG=/design/flow/config.mk WORK_HOME=/design/flow/orfs finish
### ./config.mk
export PLATFORM = sky130hd
export DESIGN_NAME = DMem
export DESIGN_NICKNAME = DMem
export VERILOG_FILES = /design/flow/design.v
export SDC_FILE = /design/flow/constraint.sdc
export NUM_CORES = 4
export LEC_CHECK = 1
export CORE_UTILIZATION = 30
### ./constraint.sdc
current_design DMem

set clk_period 1.9
set clk_io_pct 0.2

create_clock -name clk0 -period $clk_period [get_ports {clk}]

set non_clock_inputs [all_inputs -no_clocks]
set_input_delay [expr $clk_period * $clk_io_pct] -clock clk0 $non_clock_inputs
set_output_delay [expr $clk_period * $clk_io_pct] -clock clk0 [all_outputs]
==> run summary <==
yosys + openroad results -> fraction of layout cells with a size suffix above 1=36.6%, initial DRC count=190, Worst Hold Class=input pin to flop, DR vias=2727, CTS max path bufs=2, fin. max-slew vios=0, Post-synth regs=128, gr usage total=13.7%, CTS tree=built, Cell Type Count=23, max FFs per register=128, first-pass GRT wire length=16.4 mm, most frequent logic cell in the layout=edfxtp_1, Crit path required time=1.52 ns, fin crit share=113%, Top Layout Cells=128 x edfxtp_1, 43 x buf_4, 26 x nand2_1, 23 x mux4_2, 17 x clkbuf_16, critical path's slowest cell=mux4_2, maximum fanout along the worst path=1, full die area=0.0176 sq mm, fmax=468 MHz, Syn Area/Cell=19.3 sq um, startpoint types=flop, Reg area=0.00384 sq mm, number of port buffers=22, PD cells=1000 mW/mm^2, final worst setup slack=-0.238 ns, maximum VDD drop=0.670 mV, vias in the first global route=2829, vias per inst=4.72, Root Buffer Master=clkbuf_16, setup TNS=-1.40 ns, die width=133 um, largest reg by FF count=data_mem, Final GP Congestion=0.858, drt total wl=11.0 mm, Post-synth seq share=75.0%, fillers=1450, critical path data arrival time=1.76 ns, Pre-antenna DRT Iters=4, Crit Path Class=flop to primary output, Post-Syn Area=0.00513 sq mm, ant diodes=0, count of tool warnings=28, Leakage=2.22 nW, Core ar.=0.0166 sq mm, area grow syn2layout=28.9%, CTS Buf Count=17, Critical path buffers and inverters=1, Mapped Cells=266, min Tclk post-route=2.14 ns, Worst Setup End Kind=primary output, CP delay by family, top=multiplexers, failing checks=negative setup slack, DRC viols=0, grt total ovfl=0, Yosys Instances=266, Top Ports=23, fp util=30.8%, Final Setup Violations=8, CP Cell Sequence=mux4_2 -> a32oi_1 -> o211ai_1 -> buf_2, run status=finished with violations, RSZ-0062 raised after global routing=yes, # hold bufs at CTS=0, max-cap violations=0, Final ANT Viol Nets=0, Worst slew margin=56.5%, largest net degree at the start of global routing=17, Post-DP HPWL=7.05 mm, largest registers=data_mem (128), yosys warns=1, DR WL/cell=19.0 um, worst-margin pin slew=0.651 ns, design area=0.00661 sq mm, Clock transition at path regs=0.05 ns, YS chip area=0.00513 sq mm, Crit path largest cell delay=0.53 ns, Fin. Hold Viols=0, die height=133 um, initial antenna violation count=0, H-tree depth=4, Gate Area=0.00121 sq mm, FP Rows=47, Num Clock Sinks=128, placed cell areas=0.00587 sq mm
[power breakdown]
| group | switching (mW) | internal, mW |
|---|---|---|
| Clock | 1.11 | 1.91 |
| Sequential | 0.00747 | 3.14 |
| Combinational | 0.214 | 0.210 |
| Total | 1.34 | 5.27 |
[routing by layer]
layer  wire, um  vias up  track usage, %  share of wire, %
met5          0        -               0                 0
met2       5180      113            20.1                47
met1       4530     1362            19.7                41
met3       1120       15            7.30                10
met4        129        0            1.60               1.2
li1           -     1237               -                 -
[cells by family (layout without fill, tap and decap cells)]
group                  Yosys count  count (layout)  share of synthesized area, %
multiplexers                    41              41                          14.4
buffers and inverters           17             109                          2.29
flip-flops                     128             128                          75.0
AND-OR/OR-AND                   18              18                          2.66
AND/OR/NAND/NOR                 62              62                          5.64
[Yosys cell counts]
| cell type | number | area, sq um |
|---|---|---|
| nand2_1 | 26 | 97.6 |
| buf_2 | 6 | 30.0 |
| nor2b_1 | 2 | 12.5 |
| buf_12 | 1 | 20.0 |
| nand4b_1 | 1 | 8.76 |
| mux2i_1 | 18 | 180 |
| nor3_1 | 4 | 20.0 |
| a21oi_1 | 2 | 10.0 |
| clkbuf_1 | 6 | 22.5 |
| a32oi_1 | 7 | 61.3 |
| and2_1 | 2 | 12.5 |
| or3_4 | 1 | 11.3 |
| nand4_1 | 8 | 50.1 |
| mux4_2 | 12 | 270 |
| nor2_1 | 14 | 52.6 |
| buf_6 | 4 | 45.0 |
| o21ai_0 | 1 | 5.00 |
| a22oi_1 | 1 | 7.51 |
| nand2b_1 | 3 | 18.8 |
| edfxtp_1 | 128 | 3840 |
| mux4_1 | 11 | 289 |
| o211ai_1 | 7 | 52.6 |
| nand3_1 | 1 | 5.00 |
[final cells by class]
type / count / area share, %
well taps: 220 / 4.17
multi-input cells: 121 / 18.4
flip-flops and latches: 128 / 58.2
repair buffers: 77 / 10.9
clock inverters: 11 / 1.74
clock buffers: 21 / 6.67
[path summary, 6_finish.rpt]
path                  startpoint              to  slack, ns  cells after the start
setup / recovery  data_mem[8][0]           DO[0]      -0.24                      4
hold / removal             DI[3]  data_mem[6][3]       0.74                      2
[timing repair]
item	4_1_cts	5_1_grt
pin swaps	17	12
cloned	1	0
resized	72	6
endpoints found under the hold margin	0	0
setup endpoints to repair	8	8
setup buffers	12	0
[through the flow]
| stage | setup WS (ns) | hold WS [ns] | util, % | instances | power, mW |
|---|---|---|---|---|---|
| floorplan | -0.0348 | 0.479 | - | 266 | 3.38 |
| global placement | -0.849 | 1.17 | 35.3 | 533 | 3.58 |
| detailed placement | -0.856 | 1.17 | 35.3 | 533 | 3.59 |
| CTS | -0.270 | 0.734 | 39.5 | 578 | 6.64 |
| global route | -0.296 | 0.750 | 39.7 | 578 | 6.80 |
| finish | -0.238 | 0.741 | 39.7 | 578 | 6.60 |
Power figures rest on the tool's default switching activity, not on a simulated workload.
