--- flow/config.mk ---
export PLATFORM = sky130hd
export DESIGN_NAME = Control_Logic
export DESIGN_NICKNAME = Control_Logic
export VERILOG_FILES = /design/flow/design.v
export SDC_FILE = /design/flow/constraint.sdc
export NUM_CORES = 4
export LEC_CHECK = 1
export CORE_AREA = 10 10 70 70
export DIE_AREA = 0 0 80 80
--- flow/constraint.sdc ---
current_design Control_Logic

set clk_period 1.3
set clk_io_pct 0.2

create_clock -name clk0 -period $clk_period

set non_clock_inputs [all_inputs -no_clocks]
set_input_delay [expr $clk_period * $clk_io_pct] -clock clk0 $non_clock_inputs
set_output_delay [expr $clk_period * $clk_io_pct] -clock clk0 [all_outputs]
--- flow/run.sh ---
#!/bin/bash
# OpenROAD 26Q1-2900-gdf79404cd8, Yosys 0.63+post, stock flow scripts
make -C /OpenROAD-flow-scripts/flow DESIGN_CONFIG=/design/flow/config.mk WORK_HOME=/design/flow/orfs finish
--- flow/design.v ---
module Control_Logic( input[1:0] stage,
  input [11:0] IR,
  input [3:0] SR,
 output  reg PC_E,Acc_E,SR_E,IR_E,DR_E,PMem_E,DMem_E,DMem_WE,ALU_E,MUX1_Sel,MUX2_Sel,PMem_LE,
  output reg [3:0] ALU_Mode
    );
 parameter LOAD = 2'b00,FETCH = 2'b01, DECODE = 2'b10, EXECUTE = 2'b11;
 always @(*)
	 begin
		 PMem_LE = 0;
		 PC_E = 0;
		 Acc_E = 0;
		 SR_E = 0;
		 IR_E = 0;
		 DR_E = 0;
		 PMem_E = 0; 
		 DMem_E = 0;
		 DMem_WE = 0;
		 ALU_E  =0; 
		 ALU_Mode = 4'd0;
		 MUX1_Sel = 0;
		 MUX2_Sel = 0;
			 if(stage== LOAD )
			 begin
				 PMem_LE = 1;
				 PMem_E = 1; 
			 end
			 else if(stage== FETCH ) begin
				 IR_E = 1; 
				 PMem_E = 1;  
			 end
			 else if(stage== DECODE ) begin
				 if( IR[11:9] == 3'b001) 
				 begin
				 DR_E = 1;
				 DMem_E = 1;
				 end
				 else
				 begin
				 DR_E = 0;
				 DMem_E = 0;
				 end
			 end
			 else if(stage== EXECUTE ) 
				 begin
				 if(IR[11]==1) begin  
				 PC_E = 1; 
				 Acc_E = 1; 
				 SR_E = 1;
				 ALU_E = 1;
				 ALU_Mode = IR[10:8];
				 MUX1_Sel = 1;
				 MUX2_Sel = 0; 
				 end
			 else if(IR[10]==1)  
				 begin
				 PC_E = 1; 
				 MUX1_Sel = SR[IR[9:8]]; 
				 end
			 else if(IR[9]==1) 
				 begin
				 PC_E = 1; 
				 Acc_E = IR[8]; 
				 SR_E = 1;
				 DMem_E = !IR[8];
				 DMem_WE = !IR[8];
				 ALU_E = 1;
				 ALU_Mode = IR[7:4];
				 MUX1_Sel = 1;
				 MUX2_Sel = 1;
				 end
			 else if(IR[8]==0)
				 begin
				 PC_E = 1; 
				 MUX1_Sel = 1; 
				 end
				 else
				 begin
				 PC_E = 1; 
				 MUX1_Sel = 0; 
				 end
			 end
	 end
endmodule
==> flow_metrics.py <==
# Generated from Yosys and OpenROAD reports
metrics = {
    "run_status": {
        "outcome": "finished with violations",
        "violations": "negative setup slack",
    },
    "finish": {
        "multiInputGateArea_um2": 237.7,
        "fill_cells": 373,
        "layout.clock_buffers": 0,
        "finalInstanceArea_um2": 705.7,
        "n_sequential_cell": 0,
        "final_core_area_utilization_pct": 20.66,
        "drive_gt1_share_pct": 56.41,
        "synthToLayoutAreaGrowth_pct": 266.2,
        "layout.cells.non_filler": 124,
        "sequential_cell_area_um2": 0,
    },
    "final_timing": {
        "worst_hold_margin_ns": 0.8656,
        "final_period_utilization_pct": 108.4,
        "finalMaxSlewViolations": 0,
        "setup-tns-final_ns": -0.2069,
        "postLayoutSetupSlackWorst_ns": -0.1095,
        "setup_repair_after_global_routing_missed_its_margin": "true",
        "maxSlewHeadroom_pct": 90.21,
        "final_hold_viol_count": 0,
        "achievable-frequency_ghz": 0.7095,
        "timing.final.crit_period_ns": 1.410,
        "worst-slew-pin-transition_ns": 0.1427,
        "setup_viol": 3,
    },
    "setup_path": {
        "crit_required_ns": 1.04,
        "critical_path_peak_fanout": 6,
        "timing.critical_path.to_type": "output port",
        "crit_arrival_ns": 1.15,
        "start_kind": "input port",
        "critPathKind": "input port to output port",
    },
    "routing": {
        "detailed_route_wl_mm": 1.264,
        "postRouteAntennaNets": 0,
        "first_pass_iters": 3,
        "post-route-drc-count": 0,
        "dr_total_vias": 407,
        "post_drt_wl_per_cell_um": 10.19,
        "n_antenna_cell": 0,
        "vias_per_cell": 3.282,
        "drt_first_iter_violations": 13,
    },
    "synth": {
        "area_leaders": "a21oi_1 16%, nor2_1 9.7%, nand3b_1 7.8%",
        "cell_type_contributing_the_most_total_cell_area_after_synthesis": "a21oi_1",
        "ys_cells": 34,
        "synthDistinctLibCells": 19,
        "netlist_instances": 34,
        "yosysMostFrequentCell": "a21oi_1",
        "synth_sequential_area_ratio_pct": 0,
        "syn_area_per_cell_um2": 5.667,
        "synth.cells.most_frequent": "6 x a21oi_1, 5 x nor2_1, 3 x inv_1, 3 x nand2_1",
        "top_cell_area_share_pct": 15.58,
        "ys_area_um2": 192.7,
        "post_synth_instance_area_um2": 192.7,
        "yosys_warnings": 1,
    },
    "power": {
        "cellPowerDensity_nw_per_um2": 237.3,
        "worst_ir_drop_vdd_v": 0.00003565,
        "fin_total_pwr_mw": 0.1674,
        "power.static_leakage_nw": 0.3774,
    },
    "grt": {
        "grt_pass1_wl_mm": 1.821,
        "grt_usage_pct": 3.233,
        "grt_pass1_vias": 400,
        "antenna_found_initial": 0,
        "grt_start_max_net_pins": 7,
        "grt_overflow": 0,
    },
    "placed_design": {
        "place.detailed.instances": 115,
        "dp_hpwl_um": 951.3,
        "placed_cell_area_um2": 591.8,
        "gp_congestion": 0.7475,
        "io_buffer_count": 30,
        "detailedPlace.worstSlack_ns": -0.8373,
    },
    "run": {
        "maxCapViolCount": 0,
        "warnings": 38,
    },
    "die": {
        "num_io_pins": 34,
        "die_area_um2": 6400,
        "core_area_um2": 3416,
        "die_width_um": 80,
        "floorplan.rows": 21,
        "floorplan.core_util_pct": 5.641,
        "die.size.y_um": 80,
    },
    "cts": {
        "hold_buffers": 0,
    },
    "hold_path": {
        "hold_removal_path_class": "input port to output port",
    },
}
kinds of logic after synthesis:
family,after synthesis,synth area share (%)
muxes,1,5.195
buffers and inverters,5,11.69
and+or+nand+nor,20,57.80
AOI/OAI and AO/OA,8,25.33
worst paths after layout:
kind	endpoint	cells after the start	startpoint
min	DMem_E	4	IR[11]
max	MUX1_Sel	5	IR[9]
metal layers:
| metal | global-route usage, % | vias to the layer above | share of wire [%] |
|---|---|---|---|
| met4 | 0 | 0 | 0 |
| li1 | - | 207 | - |
| met2 | 5.538 | 16 | 47 |
| met1 | 4.219 | 184 | 42 |
| met3 | 0.7955 | 0 | 11 |
| met5 | 0 | - | 0 |
power by group:
part / switching, mW / internal (mW) / total, mW
sequential: 0 / 0 / 0
clock: 0 / 0 / 0
combinational: 0.0607 / 0.107 / 0.167
placed cells by master (no fill, tap or decap):
cell             netlist  routed
buf_4                  1      12
buf_2                  0      10
dlygate4sd2_1          0       9
buf_6                  0       6
a21oi_1                6       4
nand2_1                3       3
buf_8                  0       3
dlymetal6s2s_1         0       3
nor2_2                 0       2
inv_1                  3       2
a21oi_2                0       2
nand3b_1               2       2
nor2_1                 5       2
clkdlybuf4s15_1        0       2
nor2b_1                2       1
nand2_4                0       1
nor3b_2                0       1
nor2b_4                0       1
nand2b_4               0       1
nor3_4                 0       1
and2_1                 1       1
and4b_1                1       1
a21boi_1               0       1
mux2i_1                1       1
inv_2                  0       1
o41a_1                 1       1
nor4_2                 0       1
or3_4                  0       1
nor2_4                 0       1
clkdlybuf4s50_1        0       1
cell type report:
| type | instances | area share (%) |
|---|---|---|
| repair buffers | 46 | 56.56 |
| inverters | 3 | 1.596 |
| multi-input cells | 29 | 33.69 |
| well taps | 46 | 8.156 |
critical path: stages:
cell	delay, ns
buf_8	0.09
mux2i_1	0.19
a21oi_1	0.08
o41a_1	0.40
buf_2	0.12
timing repair:
item,in CTS,in global routing
resized,87,13
pin swaps,13,10
cloned,0,0
setup endpoints to repair,16,8
buffers inserted,7,2
endpoints found under the hold margin,0,0
No activity file was given, so power comes from the tool's default toggle rates.
