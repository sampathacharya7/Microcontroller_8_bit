<file path="./run.sh">
#!/bin/bash
# OpenROAD 26Q1-2900-gdf79404cd8, Yosys 0.63+post, stock flow scripts
make -C /OpenROAD-flow-scripts/flow DESIGN_CONFIG=/design/flow/config.mk WORK_HOME=/design/flow/orfs finish
</file>
<file path="./config.mk">
export PLATFORM = sky130hd
export DESIGN_NAME = ALU
export DESIGN_NICKNAME = ALU
export VERILOG_FILES = /design/flow/design.v
export SDC_FILE = /design/flow/constraint.sdc
export NUM_CORES = 4
export LEC_CHECK = 1
export CORE_UTILIZATION = 40
</file>
<file path="./constraint.sdc">
current_design ALU

set clk_period 7.9
set clk_io_pct 0.2

create_clock -name clk0 -period $clk_period

set non_clock_inputs [all_inputs -no_clocks]
set_input_delay [expr $clk_period * $clk_io_pct] -clock clk0 $non_clock_inputs
set_output_delay [expr $clk_period * $clk_io_pct] -clock clk0 [all_outputs]
</file>
<file path="./design.v">
module ALU(  input [7:0] Operand1,Operand2,
  input E, 
  input [3:0] Mode,
  input [3:0] CFlags,
  output  [7:0] Out,
  output  [3:0] Flags 
   );
  wire Z,S,O;
  reg CarryOut;
  reg [7:0] Out_ALU;
  always @(*)
  begin
  case(Mode) 
  4'b0000: {CarryOut,Out_ALU} = Operand1 + Operand2;
  4'b0001: begin Out_ALU = Operand1 -  Operand2;
  CarryOut = !Out_ALU[7];
  end
  4'b0010: Out_ALU = Operand1;
  4'b0011: Out_ALU = Operand2;
  4'b0100: Out_ALU = Operand1 & Operand2;
  4'b0101: Out_ALU = Operand1 | Operand2;
  4'b0110: Out_ALU = Operand1 ^ Operand2;
  4'b0111: begin
  Out_ALU = Operand2 - Operand1;
  CarryOut = !Out_ALU[7];
  end
  4'b1000: {CarryOut,Out_ALU} = Operand2 + 8'h1;
  4'b1001: begin
  Out_ALU = Operand2 - 8'h1;
  CarryOut = !Out_ALU[7];
  end 
  4'b1010: Out_ALU = (Operand2 << Operand1[2:0])| ( Operand2 >> Operand1[2:0]);
  4'b1011: Out_ALU = (Operand2 >> Operand1[2:0])| ( Operand2 << Operand1[2:0]);
  4'b1100: Out_ALU = Operand2 << Operand1[2:0];
  4'b1101: Out_ALU = Operand2 >> Operand1[2:0];
  4'b1110: Out_ALU = Operand2 >>> Operand1[2:0];
  4'b1111: begin
 Out_ALU = 8'h0 - Operand2;
 CarryOut = !Out_ALU[7];
 end
 default: Out_ALU = Operand2;
 endcase
 end
 assign O = Out_ALU[7] ^ Out_ALU[6];
 assign Z = (Out_ALU == 0)? 1'b1 : 1'b0;
 assign S = Out_ALU[7];
 assign Flags = {Z,CarryOut,S,O};
 assign Out = Out_ALU;
endmodule
</file>
==> out/results.ini <==
[run_status]
status=complete, no violations

[synth]
yosys_area_mm2=0.002836
synth-edff-count=0
yosysTopAreaCellShare=0.1500
ys.flop_type=dlxtn_1
largest_area_cell=ha_1
yosysUniqueCellTypes=66
yosysWarnings=1
synth_area_mm2=0.002836
ys_cells=393
async_reset_ff_frac=0
syn-instance-count=393
synth_flops=1
avgSynthCellArea_um2=7.217
synthTopCellsByArea=ha_1, a21oi_1, mux2i_1

[timing]
final-setup-viol-count=0
unclocked_pins=1
max_slew_margin=0.6193
setup_tns_ns=0
fin_crit_sh=0.9435
untimed_endpoints=2
final_hold_viol_count=0
final_max_slew_viol_count=0
tightestPinTransition_ns=0.5658
min_period_ns=7.454
fmax_mhz=134.2
rsz0062_at_grt=false

[global_route]
track_usage=0.2544
grt_pass1_wl_um=14620
globalRoute.totalOverflow=0
first_global_vias=2677
grt_max_degree=40
antenna_found_initial=0

[critical_path]
critPathMaxFanout=3
max_stage_delay_ns=0.55
critPathLaunch=Operand2[0]
crit_cells=15
crit_arrival_ns=5.87
cp.required_ns=6.32
crit_chain=clkdlybuf4s50_1 > inv_1 > ha_1 > fa_1 > o21bai_1 > a21oi_1 > o31ai_1 > mux2i_1 > nor4_1 > o21ai_0 > o211ai_1 > ha_1 > or3b_1 > nor4b_2 > clkdlybuf4s50_1
crit_path_start_kind=primary input
path_buffers=3
endpoint=Flags[3]
crit_slowest_cell=nor4_1
cp_top_family=simple AND/OR/NAND/NOR gates
path_class=primary input to output port
worstSetupEndpointType=output port

[placed_design]
dpl-instance-area_mm2=0.003177
place.gp.congestion=0.9535
io_buffer_count=32
hpwl_um=7050

[pwr]
ir_drop_mv=0.02840
power_frac_clock=0
powerDensity_mw_per_mm2=65.39
p_sw_uw=111.0
p_sw_frac=0.5343
p_comb_frac=0.995
seqPwrFrac=0.005
p_int_uw=96.75
power_uw=207.7
p_leak_uw=0.001298

[routing]
via_count=3037
vias_per_cell=6.062
drt_first_pass_iters=5
drt_iter0_drc=323
drc_errors=0
wl_per_cell_um=18.33
insertedDiodeCount=0
totalWireLength_um=9183
ant_nets=0

[final_layout]
layout_top_cell=ha_1
largest_register_ffs=1
design_area_mm2=0.003177
lay_top_cells=ha_1, clkdlybuf4s50_1, nand2_1, a21oi_1, nor2_1
areaGrowthSynthToFinish_pct=12.00
drive_gt1_frac=0.08889

[clock_network]
post_cts_resized=0
cts_setup_buffers=0
postCtsHoldBufs=0

[floorplanning]
ios=37
core_mm2=0.006832
placementRows=30
die_area_mm2=0.007432
die_y_um=86.21
core_util_floorplan=0.4152
die_w_um=86.21

[flow_run]
tool_warnings=61
cap_violations=0

[worst_hold_path]
holdCritPathClass=primary input to output port

-- kinds of logic after synthesis --
| family | share of synthesized area |
|---|---|
| adders and majority gates | 0.1712 |
| buffers and inverters | 0.1120 |
| latches | 0.005292 |
| xor gates and xnor gates | 0.05558 |
| and+or+nand+nor | 0.2342 |
| AOI/OAI and AO/OA | 0.2982 |
| muxes | 0.1235 |
-- power by group through the flow --
stage	sequential, uW	combinational [uW]	clock (uW)
finish	1.00	207	0
CTS	1.02	204	0
global route	1.04	226	0
-- per-stage QoR --
step	hold WS, ns	util	std cells	setup WS [ns]
after floorplan	3.402	-	393	1.807
after global placement	4.568	0.4650	501	0.5507
after detailed placement	4.563	0.4650	501	0.5277
after CTS	4.574	0.4650	501	0.5032
after global routing	4.654	0.4650	501	0.2005
final	4.581	0.4650	501	0.4461
-- layout make-up --
type                    instances  area, um^2
fillers                       708        3655
inverters                      24       90.09
multi-input cells             331        2504
flip-flops and latches          1       15.01
well taps                      96       120.1
repair buffers                 49       447.9
-- worst min-delay path: cells and delay by family --
| family | cells | cell delay, ns |
|---|---|---|
| AOI/OAI and AO/OA | 3 | 0.32 |
| buffers and inverters | 2 | 0.97 |
| and+or+nand+nor | 2 | 0.11 |
-- worst min path at each step --
stage	slack, ns	end	depth (start not counted)	from
4_1_cts	4.57	Flags[1]	7	Operand1[7]
5_1_grt	4.65	Flags[1]	7	Operand1[7]
6_report	4.58	Flags[1]	7	Operand1[7]
-- metal layers --
layer  track usage  routed length (um)
met2        0.4069                4201
met1        0.3860                4235
met4       0.02879                 106
met5             0                   0
met3       0.02705                 640
-- cell usage after synthesis, types with 2 or more instances --
library cell / number
and3_1: 2
o211ai_1: 2
a31oi_1: 4
inv_1: 23
o21bai_1: 9
nand3b_1: 8
mux2_2: 4
o21a_1: 3
nand2b_1: 6
nor2_1: 27
nor2b_1: 5
nor4_1: 5
o22ai_1: 12
fa_1: 3
xnor2_1: 14
a211o_1: 3
o31ai_1: 2
ha_1: 34
nand2_1: 31
buf_4: 8
nor3_1: 7
o21ai_0: 19
or2_2: 2
nand4bb_1: 2
a211oi_1: 5
xor2_1: 4
a21o_1: 5
and2_1: 2
buf_2: 17
mux2i_1: 14
o32a_1: 4
mux4_2: 5
nand3_1: 12
mux4_1: 2
a22oi_1: 3
clkbuf_1: 7
o2111ai_1: 6
a221oi_1: 6
and2b_1: 2
a21oi_1: 31
nand4_1: 4
buf_6: 5
Power figures rest on the tool's default switching activity, not on a simulated workload.
